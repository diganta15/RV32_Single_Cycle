<file path="./run.sh">
#!/bin/bash
# OpenROAD 26Q1-2900-gdf79404cd8, Yosys 0.63+post, stock flow scripts
make -C /OpenROAD-flow-scripts/flow DESIGN_CONFIG=/design/flow/config.mk WORK_HOME=/design/flow/orfs finish
</file>
<file path="./config.mk">
export PLATFORM = sky130hd
export DESIGN_NAME = flopenr
export DESIGN_NICKNAME = flopenr
export VERILOG_FILES = /design/flow/design.v
export SDC_FILE = /design/flow/constraint.sdc
export NUM_CORES = 4
export LEC_CHECK = 1
export CORE_AREA = 10 10 70 70
export DIE_AREA = 0 0 80 80
export SYNTH_HDL_FRONTEND = slang
</file>
<file path="./constraint.sdc">
current_design flopenr

set clk_period 1.0
set clk_io_pct 0.2

create_clock -name clk0 -period $clk_period [get_ports {clk}]

set non_clock_inputs [all_inputs -no_clocks]
set_input_delay [expr $clk_period * $clk_io_pct] -clock clk0 $non_clock_inputs
set_output_delay [expr $clk_period * $clk_io_pct] -clock clk0 [all_outputs]
</file>
<file path="./design.v">
package definitions_pkg;
    typedef enum logic [6:0] {
        OPC_LUI     = 7'b0110111,
        OPC_AUIPC   = 7'b0010111,
        OPC_JAL     = 7'b1101111,
        OPC_JALR    = 7'b1100111,
        OPC_BRANCH  = 7'b1100011,
        OPC_LOAD    = 7'b0000011,
        OPC_STORE   = 7'b0100011,
        OPC_OP_IMM  = 7'b0010011,
        OPC_OP      = 7'b0110011,
        OPC_FENCE   = 7'b0001111,  
        OPC_SYSTEM  = 7'b1110011   
    } opcode_t;
    typedef enum logic[4:0] { 
        ALU_ADD = 5'd0, 
        ALU_SUB = 5'd1, 
        ALU_AND = 5'd2, 
        ALU_OR  = 5'd3, 
        ALU_XOR = 5'd4,   
        ALU_SLL = 5'd5, 
        ALU_SRL = 5'd6, 
        ALU_SRA = 5'd7, 
        ALU_SLT = 5'd8, 
        ALU_SLTU= 5'd9                
     } alu_opcodes_t;
endpackage
module flopenr #(parameter WIDTH = 8)
                (input logic clk,reset,en,
                 input logic [WIDTH-1:0] d,
                 output logic [WIDTH-1:0] q);
    always_ff @( posedge clk ) begin : flip_flop_en
            if(reset) q<=0;
            else      q<=d;   
    end
endmodule
</file>
==> impl_metrics.csv <==
group,metric,value,unit
min_path,hp-class,"input port to register",
timing,setup_viol,0,
pwr,combPwrFrac,10.7,%
setup_path,cp-start-kind,"register",
cts,clock_sink_count,8,
timing,finalCritPeriodShare,96.7,%
floorplanning,die_width,80,um
layout,logic_area,50.0,um^2
timing,final.setup.worst_slack,33.5,ps
floorplanning,floorplan.die.height,80,um
layout,share_of_post_route_cells_with_drive_strength_above_1,16.7,%
grt,grt.total_usage,1.88,%
cts,clk_pin_slew_worst_paths,50,ps
synthesis,yosysTopAreaCellShare,76.2,%
pwr,power.sequential.fraction,53.6,%
cts,htreeDepth,1,
grt,globalRouteMet1Util,1.48,%
timing,relSlewSlack,82.1,%
cts,cts_setup_buffers,0,
grt,grt_pass1_vias,191,
detailed_routing,initialDrtViolationCount,0,
synthesis,post_synth_main_area_contributors,"dfxtp_1, nor2b_1",
layout,fill_cells,396,
timing,final.min_clock_period,967,ps
layout,top_register,"q",
cts,cts_made_buffers,3,
detailed_routing,drtPass1Iterations,1,
synthesis,postSynthRegisterBits,8,
setup_path,critical_path_required,800,ps
min_path,holdCritStartpoint,"d[3]",
pwr,share_clk_of_total_power,35.8,%
timing,drv_slew,0,
detailed_routing,postRouteWirelength,647,um
setup_path,path_buffers,1,
synthesis,post_synth.cell_area_avg,13.1,um^2
pwr,internal-power,529,uW
pwr,p_sw_share,17.1,%
pwr,vdd_ir_drop_max,0.185,mV
min_path,worst_hold_path.num_cells,2,
grt,grt.overflow.total,0,
timing,tightest_slew,268,ps
grt,grt_antenna_before_repair,0,
grt,grt_pass1_wl,931,um
setup_path,worstPathArrival,770,ps
setup_path,path_max_fanout,1,
run,maxCapViolations,0,
detailed_routing,drt-wirelength-per-cell,7.89,um
setup_path,critical_path.top_delay_family,"flip-flops",
grt,globalRouteMet2Util,3.61,%
synthesis,yosys.cell_types.count,2,
pwr,p_leak,0.000181,uW
setup_path,criticalPathCategory,"register to output port",
setup_path,endpoint_kind,"output port",
floorplanning,core_area,3420,um^2
cts,clockRootBuffer,"clkbuf_4",
layout,biggestRegsByFlops,"q: 8 flops",
floorplanning,fp-row-count,21,
run,log.warning_count,26,
setup_path,timing.critical_path.slowest_stage_cell,"dfxtp_1",
timing,hold_viol_final,0,
place,io_buffers,17,
detailed_routing,drc_errors,0,
grt,busiest_layer,"met2",
detailed_routing,detailroute.via_count,177,
floorplanning,fp-utilization,6.15,%
synthesis,yosys-stat-cells,16,
setup_path,crit_path_cell_trace,"dlygate4sd2_1",
synthesis,yosys.stat.seqShare,76.2,%
min_path,worstHoldEndpoint,"q[3]",
layout,largest_register_ff_count,8,
grt,pin_count_of_the_biggest_net_entering_global_routing,9,
layout,final-seq-area,164,um^2
floorplanning,ios,19,
place,gpl.final_weighted_congestion,0.646,
place,preCtsSetupSlack,-52.4,ps
detailed_routing,routed_via_density,2.16,
run_status,outcome,"complete, no violations",
pwr,power_switching,109,uW
layout,fin_util,13.4,%
setup_path,timing.critical_path.slowest_cell_delay,290,ps
timing,grt_setup_unrepaired,"no",
synthesis,synth-area-yosys,210,um^2
cts,cts_stage_hold_buffer_count,0,
pwr,power_per_cell_area,1390,nW/um^2
cts,cts_tree,"yes",
detailed_routing,ant_nets,0,
pwr,total_power,638,uW
synthesis,ys.warnings.count,0,
detailed_routing,antenna_cell_count,0,
grt,met3_demand_to_capacity_share_in_global_routing,0.795,%
synthesis,yosys.area.top_type,"dfxtp_1",
synthesis,netlist_area,210,um^2
cts,cts_max_path_buffers,2,
synthesis,post_synth_inst_count,16,
layout,area.growth.synth_to_final,118,%
floorplanning,design.die.area,6400,um^2
timing,maxClockFrequency,1030,MHz
-- cells by family (layout without fill, tap and decap cells) --
group / count (synthesis) / count (layout) / share of synthesized area (%)
buf+inv: 0 / 20 / 0
flops: 8 / 8 / 76.2
simple gates: 8 / 8 / 23.8
-- stage by stage --
stage,hold slack (ps),std cells,cell area (um^2),TNS [ps]
5_1_grt,511,82,458,0
4_1_cts,497,82,454,0
3_3_place_gp,764,79,438,-220
6_report,504,82,458,0
3_5_place_dp,768,79,438,-330
2_1_floorplan,272,16,210,0
-- metal layers --
| metal | wire length (um) | vias up |
|---|---|---|
| li1 | - | 90 |
| met1 | 171 | 75 |
| met2 | 399 | 8 |
| met3 | 48 | 4 |
| met4 | 28 | 0 |
| met5 | 0 | - |
-- cell usage after synthesis --
cell / instances
dfxtp_1: 8
nor2b_1: 8
-- cell type report --
| class | instances | area share [%] |
|---|---|---|
| Timing Repair Buffer | 17 | 35.8 |
| Clock buffer | 3 | 4.92 |
| Multi-Input combinational cell | 8 | 10.9 |
| Tap cell | 46 | 12.6 |
| Sequential cell | 8 | 35.8 |
-- layout by cell type (no fill, tap or decap) --
cell type and instances:
dfxtp_1 5, dlygate4sd2_1 5, clkdlybuf4s15_1 3, clkbuf_4 3, nor2b_1 8, dfxtp_2 3
clkdlybuf4s50_1 9
-- timing repair --
action,CTS,global route
pin swaps,0,0
resized,11,3
setup endpoints to repair,8,3
cloned,0,0
-- worst max-delay path by stage --
stage / start / end / slack [ps] / depth (start not counted)
6_report: q[5] / q[5] / 30 / 1
5_1_grt: q[7] / q[7] / 3 / 1
4_1_cts: q[2] / q[2] / 6 / 1
-- power by group through the flow --
stage                 clock network, uW  logic [uW]  registers, uW
after global routing                252        74.7            343
after CTS                           241        69.0            342
final                               228        68.1            342
No activity file was given, so power comes from the tool's default toggle rates.
